`flow/design.v`:
```
module mux_memtoreg(in1, in2 , PC_4 , b , sel , out);
input [31:0] in1, in2 ,PC_4 , b ;
input [1:0] sel;
output reg [31:0]  out ;
assign #5 b = 5'bxxxxx ;
always @ (in1, in2, PC_4 ,sel)
begin 
case(sel)  
2'b01 : #5 out = in1 ;
2'b00 : #5 out = in2 ;
2'b10 : #5 out = PC_4 ;
2'b11 : #5 out = b ; 
endcase
end 
endmodule 
```
`flow/run.sh`:
```
#!/bin/bash
# OpenROAD 26Q1-2900-gdf79404cd8, Yosys 0.63+post, stock flow scripts
make -C /OpenROAD-flow-scripts/flow DESIGN_CONFIG=/design/flow/config.mk WORK_HOME=/design/flow/orfs finish
```
`flow/config.mk`:
```
export PLATFORM = sky130hd
export DESIGN_NAME = mux_memtoreg
export DESIGN_NICKNAME = mux_memtoreg
export VERILOG_FILES = /design/flow/design.v
export SDC_FILE = /design/flow/constraint.sdc
export NUM_CORES = 4
export LEC_CHECK = 1
export CORE_AREA = 10 10 86 86
export DIE_AREA = 0 0 96 96
```
`flow/constraint.sdc`:
```
current_design mux_memtoreg

set clk_period 4.6
set clk_io_pct 0.2

create_clock -name clk0 -period $clk_period

set non_clock_inputs [all_inputs -no_clocks]
set_input_delay [expr $clk_period * $clk_io_pct] -clock clk0 $non_clock_inputs
set_output_delay [expr $clk_period * $clk_io_pct] -clock clk0 [all_outputs]
```
==> results_dict.tcl <==
# metrics dict for downstream scripts
set metrics [dict create \
    ys_seq_share_pct 0 \
    netlist-cell-type-count 9 \
    lastStage "1_2_yosys" \
    outcome "did not finish" \
    ys_cells 110 \
    yosysChipArea_um2 1030 \
    yosysWarnings 1 \
    firstError "ERROR: Found 32 problems in 'check -assert'." \
]
cell usage after synthesis:
cell	number	area, um2
buf_4	33	248
mux2i_1	32	320
o2bb2ai_1	22	193
o2bb2ai_2	10	150
buf_6	8	90.1
clkbuf_1	2	7.51
buf_2	1	5.00
conb_1	1	3.75
nor2b_4	1	13.8
cells by family after synthesis:
| logic type | share of synthesized area [%] |
|---|---|
| other | 0.364 |
| buffers and inverters | 34.0 |
| muxes | 31.1 |
| and+or+nand+nor | 1.33 |
| AOI/OAI and AO/OA | 33.3 |
