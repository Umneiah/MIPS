==> design/flow/design.v <==
module mux_4_to_1(in1, in2 , a , b , sel , out);
input [31:0] in1, in2 , a , b;
input [1:0] sel;
output reg [31:0]  out ;
assign #5 a = 32'bzzzzzzzzzzzzzzzzzzzzzzzzzzzzzzzz;
assign #5 b = 32'bzzzzzzzzzzzzzzzzzzzzzzzzzzzzzzzz ;
always @ (in1, in2, sel)
begin 
case(sel)
2'b01 : #5 out = in1 ;
2'b00 : #5 out = in2 ;
2'b10 : #5 out = a ;
2'b11 : #5 out = b ; 
endcase
end 
endmodule 
==> design/flow/run.sh <==
#!/bin/bash
# OpenROAD 26Q1-2900-gdf79404cd8, Yosys 0.63+post, stock flow scripts
make -C /OpenROAD-flow-scripts/flow DESIGN_CONFIG=/design/flow/config.mk WORK_HOME=/design/flow/orfs finish
==> design/flow/config.mk <==
export PLATFORM = sky130hd
export DESIGN_NAME = mux_4_to_1
export DESIGN_NICKNAME = mux_4_to_1
export VERILOG_FILES = /design/flow/design.v
export SDC_FILE = /design/flow/constraint.sdc
export NUM_CORES = 4
export LEC_CHECK = 1
export CORE_AREA = 10 10 71 71
export DIE_AREA = 0 0 81 81
==> design/flow/constraint.sdc <==
current_design mux_4_to_1

set clk_period 6.0
set clk_io_pct 0.2

create_clock -name clk0 -period $clk_period

set non_clock_inputs [all_inputs -no_clocks]
set_input_delay [expr $clk_period * $clk_io_pct] -clock clk0 $non_clock_inputs
set_output_delay [expr $clk_period * $clk_io_pct] -clock clk0 [all_outputs]
==> results_dict.tcl <==
# metrics dict for downstream scripts
set metrics [dict create \
    status "aborted with a tool error" \
    top_cells_by_area "buf_4, mux2_2, clkbuf_8" \
    yosys_warnings 3 \
    yosysTopAreaCellShare 0.5311 \
    ys_cells 101 \
    synth_cell_types 6 \
    top_area_cell "buf_4" \
    ys_chip_area_um2 904.6 \
    seq_area_frac_synth 0 \
    firstError "ERROR: Found 64 problems in 'check -assert'." \
    failing_step "1_2_yosys" \
]
cell usage after synthesis:
cell type  instances
clkbuf_8           3
mux2_2            30
mux2_4             2
buf_4             64
conb_1             1
nor2_4             1
kinds of logic after synthesis:
group                  Yosys count  synth area share
other                            1          0.004145
muxes                           32            0.4066
and+or+nand+nor                  1           0.01245
buffers and inverters           67            0.5768
